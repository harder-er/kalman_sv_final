==> flow/design.v <==
`timescale 1ns / 1ps
interface MIBus_if #(parameter WIDTH=64);
    logic [WIDTH-1:0] data;
    logic             valid;
    logic             ctrl_flag;
    logic [3:0]       adjust_term;
    modport master (output data, valid, input ctrl_flag);
    modport slave  (input  data, valid, output ctrl_flag);
endinterface 
`timescale 1ns/1ps
module TimeParamsSeq #(
    parameter int DWIDTH = 64
)(
    input  logic                  clk,
    input  logic                  rst_n,
    input  logic                  start,
    input  logic [DWIDTH-1:0]     delta_t,
    output logic                  mul_req_valid,
    input  logic                  mul_req_ready,
    output logic [DWIDTH-1:0]     mul_req_a,
    output logic [DWIDTH-1:0]     mul_req_b,
    input  logic                  mul_resp_valid,
    output logic                  mul_resp_ready,
    input  logic [DWIDTH-1:0]     mul_resp_y,
    output logic [DWIDTH-1:0]     delta_t2,        
    output logic [DWIDTH-1:0]     dt2,             
    output logic [DWIDTH-1:0]     half_dt2,        
    output logic [DWIDTH-1:0]     three2_dt2,      
    output logic [DWIDTH-1:0]     half_dt3,        
    output logic [DWIDTH-1:0]     three_dt3,       
    output logic [DWIDTH-1:0]     sixth_dt3,       
    output logic [DWIDTH-1:0]     two3_dt3,        
    output logic [DWIDTH-1:0]     quarter_dt4,     
    output logic [DWIDTH-1:0]     sixth_dt4,       
    output logic [DWIDTH-1:0]     twive_dt4,       
    output logic [DWIDTH-1:0]     five12_dt4,      
    output logic [DWIDTH-1:0]     six_dt5,         
    output logic [DWIDTH-1:0]     twleve_dt5,      
    output logic [DWIDTH-1:0]     thirtysix_dt6,   
    output logic                  done,            
    output logic                  valid            
);
    localparam logic [DWIDTH-1:0] C_2_0    = 64'h4000_0000_0000_0000;  
    localparam logic [DWIDTH-1:0] C_0_5    = 64'h3fe0_0000_0000_0000;  
    localparam logic [DWIDTH-1:0] C_1_5    = 64'h3ff8_0000_0000_0000;  
    localparam logic [DWIDTH-1:0] C_0_333  = 64'h3fd5_5555_5555_5555;  
    localparam logic [DWIDTH-1:0] C_0_166  = 64'h3fc5_5555_5555_5555;  
    localparam logic [DWIDTH-1:0] C_0_666  = 64'h3fe5_5555_5555_5555;  
    localparam logic [DWIDTH-1:0] C_0_25   = 64'h3fd0_0000_0000_0000;  
    localparam logic [DWIDTH-1:0] C_0_0833 = 64'h3fb5_5555_5555_5555;  
    localparam logic [DWIDTH-1:0] C_0_416  = 64'h3fdb_6db6_db6d_b6db;  
    localparam logic [DWIDTH-1:0] C_0_0277 = 64'h3f72_2222_2222_2222;  
    logic [DWIDTH-1:0] dt_reg;
    logic [DWIDTH-1:0] dt_sq, dt_cu, dt_qu, dt_qi, dt_sx;
    typedef enum logic [5:0] {
        ST_IDLE,
        ST_REQ_DT_SQ,          ST_WAIT_DT_SQ,
        ST_REQ_2DT,            ST_WAIT_2DT,
        ST_REQ_HALF_DT2,       ST_WAIT_HALF_DT2,
        ST_REQ_THREE2_DT2,     ST_WAIT_THREE2_DT2,
        ST_REQ_DT_CU,          ST_WAIT_DT_CU,
        ST_REQ_HALF_DT3,       ST_WAIT_HALF_DT3,
        ST_REQ_THREE_DT3,      ST_WAIT_THREE_DT3,
        ST_REQ_SIXTH_DT3,      ST_WAIT_SIXTH_DT3,
        ST_REQ_TWO3_DT3,       ST_WAIT_TWO3_DT3,
        ST_REQ_DT_QU,          ST_WAIT_DT_QU,
        ST_REQ_QUARTER_DT4,    ST_WAIT_QUARTER_DT4,
        ST_REQ_SIXTH_DT4,      ST_WAIT_SIXTH_DT4,
        ST_REQ_TWIVE_DT4,      ST_WAIT_TWIVE_DT4,
        ST_REQ_FIVE12_DT4,     ST_WAIT_FIVE12_DT4,
        ST_REQ_DT_QI,          ST_WAIT_DT_QI,
        ST_REQ_SIX_DT5,        ST_WAIT_SIX_DT5,
        ST_REQ_TWLEVE_DT5,     ST_WAIT_TWLEVE_DT5,
        ST_REQ_DT_SX,          ST_WAIT_DT_SX,
        ST_REQ_THIRTYSIX_DT6,  ST_WAIT_THIRTYSIX_DT6
    } state_t;
    state_t st;
    function automatic logic is_wait_state(input state_t s);
        unique case (s)
            ST_WAIT_DT_SQ,
            ST_WAIT_2DT,
            ST_WAIT_HALF_DT2,
            ST_WAIT_THREE2_DT2,
            ST_WAIT_DT_CU,
            ST_WAIT_HALF_DT3,
            ST_WAIT_THREE_DT3,
            ST_WAIT_SIXTH_DT3,
            ST_WAIT_TWO3_DT3,
            ST_WAIT_DT_QU,
            ST_WAIT_QUARTER_DT4,
            ST_WAIT_SIXTH_DT4,
            ST_WAIT_TWIVE_DT4,
            ST_WAIT_FIVE12_DT4,
            ST_WAIT_DT_QI,
            ST_WAIT_SIX_DT5,
            ST_WAIT_TWLEVE_DT5,
            ST_WAIT_DT_SX,
            ST_WAIT_THIRTYSIX_DT6: is_wait_state = 1'b1;
            default:               is_wait_state = 1'b0;
        endcase
    endfunction
    always_comb begin
        mul_req_valid  = 1'b0;
        mul_req_a      = '0;
        mul_req_b      = '0;
        mul_resp_ready = is_wait_state(st);
        unique case (st)
            ST_REQ_DT_SQ: begin
                mul_req_valid = 1'b1; mul_req_a = dt_reg; mul_req_b = dt_reg;
            end
            ST_REQ_2DT: begin
                mul_req_valid = 1'b1; mul_req_a = C_2_0;  mul_req_b = dt_reg;
            end
            ST_REQ_HALF_DT2: begin
                mul_req_valid = 1'b1; mul_req_a = dt_sq;  mul_req_b = C_0_5;
            end
            ST_REQ_THREE2_DT2: begin
                mul_req_valid = 1'b1; mul_req_a = dt_sq;  mul_req_b = C_1_5;
            end
            ST_REQ_DT_CU: begin
                mul_req_valid = 1'b1; mul_req_a = dt_sq;  mul_req_b = dt_reg;
            end
            ST_REQ_HALF_DT3: begin
                mul_req_valid = 1'b1; mul_req_a = dt_cu;  mul_req_b = C_0_5;
            end
            ST_REQ_THREE_DT3: begin
                mul_req_valid = 1'b1; mul_req_a = dt_cu;  mul_req_b = C_0_333;
            end
            ST_REQ_SIXTH_DT3: begin
                mul_req_valid = 1'b1; mul_req_a = dt_cu;  mul_req_b = C_0_166;
            end
            ST_REQ_TWO3_DT3: begin
                mul_req_valid = 1'b1; mul_req_a = dt_cu;  mul_req_b = C_0_666;
            end
            ST_REQ_DT_QU: begin
                mul_req_valid = 1'b1; mul_req_a = dt_cu;  mul_req_b = dt_reg;
            end
            ST_REQ_QUARTER_DT4: begin
                mul_req_valid = 1'b1; mul_req_a = dt_qu;  mul_req_b = C_0_25;
            end
            ST_REQ_SIXTH_DT4: begin
                mul_req_valid = 1'b1; mul_req_a = dt_qu;  mul_req_b = C_0_166;
            end
            ST_REQ_TWIVE_DT4: begin
                mul_req_valid = 1'b1; mul_req_a = dt_qu;  mul_req_b = C_0_0833;
            end
            ST_REQ_FIVE12_DT4: begin
                mul_req_valid = 1'b1; mul_req_a = dt_qu;  mul_req_b = C_0_416;
            end
            ST_REQ_DT_QI: begin
                mul_req_valid = 1'b1; mul_req_a = dt_qu;  mul_req_b = dt_reg;
            end
            ST_REQ_SIX_DT5: begin
                mul_req_valid = 1'b1; mul_req_a = dt_qi;  mul_req_b = C_0_166;
            end
            ST_REQ_TWLEVE_DT5: begin
                mul_req_valid = 1'b1; mul_req_a = dt_qi;  mul_req_b = C_0_0833;
            end
            ST_REQ_DT_SX: begin
                mul_req_valid = 1'b1; mul_req_a = dt_qi;  mul_req_b = dt_reg;
            end
            ST_REQ_THIRTYSIX_DT6: begin
                mul_req_valid = 1'b1; mul_req_a = dt_sx;  mul_req_b = C_0_0277;
            end
            default: ;
        endcase
    end
    always_ff @(posedge clk or negedge rst_n) begin
        if (!rst_n) begin
            st            <= ST_IDLE;
            done          <= 1'b0;
            valid         <= 1'b0;
            dt_reg        <= '0;
            dt_sq         <= '0;
            dt_cu         <= '0;
            dt_qu         <= '0;
            dt_qi         <= '0;
            dt_sx         <= '0;
            delta_t2      <= '0;
            dt2           <= '0;
            half_dt2      <= '0;
            three2_dt2    <= '0;
            half_dt3      <= '0;
            three_dt3     <= '0;
            sixth_dt3     <= '0;
            two3_dt3      <= '0;
            quarter_dt4   <= '0;
            sixth_dt4     <= '0;
            twive_dt4     <= '0;
            five12_dt4    <= '0;
            six_dt5       <= '0;
            twleve_dt5    <= '0;
            thirtysix_dt6 <= '0;
        end else begin
            done <= 1'b0;
            if (start && (st == ST_IDLE)) begin
                dt_reg <= delta_t;
                st     <= ST_REQ_DT_SQ;
                valid  <= 1'b0;
            end else begin
                unique case (st)
                    ST_IDLE: begin end
                    ST_REQ_DT_SQ:      if (mul_req_valid && mul_req_ready) st <= ST_WAIT_DT_SQ;
                    ST_REQ_2DT:        if (mul_req_valid && mul_req_ready) st <= ST_WAIT_2DT;
                    ST_REQ_HALF_DT2:   if (mul_req_valid && mul_req_ready) st <= ST_WAIT_HALF_DT2;
                    ST_REQ_THREE2_DT2: if (mul_req_valid && mul_req_ready) st <= ST_WAIT_THREE2_DT2;
                    ST_REQ_DT_CU:      if (mul_req_valid && mul_req_ready) st <= ST_WAIT_DT_CU;
                    ST_REQ_HALF_DT3:   if (mul_req_valid && mul_req_ready) st <= ST_WAIT_HALF_DT3;
                    ST_REQ_THREE_DT3:  if (mul_req_valid && mul_req_ready) st <= ST_WAIT_THREE_DT3;
                    ST_REQ_SIXTH_DT3:  if (mul_req_valid && mul_req_ready) st <= ST_WAIT_SIXTH_DT3;
                    ST_REQ_TWO3_DT3:   if (mul_req_valid && mul_req_ready) st <= ST_WAIT_TWO3_DT3;
                    ST_REQ_DT_QU:      if (mul_req_valid && mul_req_ready) st <= ST_WAIT_DT_QU;
                    ST_REQ_QUARTER_DT4: if (mul_req_valid && mul_req_ready) st <= ST_WAIT_QUARTER_DT4;
                    ST_REQ_SIXTH_DT4:   if (mul_req_valid && mul_req_ready) st <= ST_WAIT_SIXTH_DT4;
                    ST_REQ_TWIVE_DT4:   if (mul_req_valid && mul_req_ready) st <= ST_WAIT_TWIVE_DT4;
                    ST_REQ_FIVE12_DT4:  if (mul_req_valid && mul_req_ready) st <= ST_WAIT_FIVE12_DT4;
                    ST_REQ_DT_QI:      if (mul_req_valid && mul_req_ready) st <= ST_WAIT_DT_QI;
                    ST_REQ_SIX_DT5:    if (mul_req_valid && mul_req_ready) st <= ST_WAIT_SIX_DT5;
                    ST_REQ_TWLEVE_DT5: if (mul_req_valid && mul_req_ready) st <= ST_WAIT_TWLEVE_DT5;
                    ST_REQ_DT_SX:      if (mul_req_valid && mul_req_ready) st <= ST_WAIT_DT_SX;
                    ST_REQ_THIRTYSIX_DT6: if (mul_req_valid && mul_req_ready) st <= ST_WAIT_THIRTYSIX_DT6;
                    ST_WAIT_DT_SQ: if (mul_resp_valid && mul_resp_ready) begin
                        dt_sq <= mul_resp_y; dt2 <= mul_resp_y; st <= ST_REQ_2DT;
                    end
                    ST_WAIT_2DT: if (mul_resp_valid && mul_resp_ready) begin
                        delta_t2 <= mul_resp_y; st <= ST_REQ_HALF_DT2;
                    end
                    ST_WAIT_HALF_DT2: if (mul_resp_valid && mul_resp_ready) begin
                        half_dt2 <= mul_resp_y; st <= ST_REQ_THREE2_DT2;
                    end
                    ST_WAIT_THREE2_DT2: if (mul_resp_valid && mul_resp_ready) begin
                        three2_dt2 <= mul_resp_y; st <= ST_REQ_DT_CU;
                    end
                    ST_WAIT_DT_CU: if (mul_resp_valid && mul_resp_ready) begin
                        dt_cu <= mul_resp_y; st <= ST_REQ_HALF_DT3;
                    end
                    ST_WAIT_HALF_DT3: if (mul_resp_valid && mul_resp_ready) begin
                        half_dt3 <= mul_resp_y; st <= ST_REQ_THREE_DT3;
                    end
                    ST_WAIT_THREE_DT3: if (mul_resp_valid && mul_resp_ready) begin
                        three_dt3 <= mul_resp_y; st <= ST_REQ_SIXTH_DT3;
                    end
                    ST_WAIT_SIXTH_DT3: if (mul_resp_valid && mul_resp_ready) begin
                        sixth_dt3 <= mul_resp_y; st <= ST_REQ_TWO3_DT3;
                    end
                    ST_WAIT_TWO3_DT3: if (mul_resp_valid && mul_resp_ready) begin
                        two3_dt3 <= mul_resp_y; st <= ST_REQ_DT_QU;
                    end
                    ST_WAIT_DT_QU: if (mul_resp_valid && mul_resp_ready) begin
                        dt_qu <= mul_resp_y; st <= ST_REQ_QUARTER_DT4;
                    end
                    ST_WAIT_QUARTER_DT4: if (mul_resp_valid && mul_resp_ready) begin
                        quarter_dt4 <= mul_resp_y; st <= ST_REQ_SIXTH_DT4;
                    end
                    ST_WAIT_SIXTH_DT4: if (mul_resp_valid && mul_resp_ready) begin
                        sixth_dt4 <= mul_resp_y; st <= ST_REQ_TWIVE_DT4;
                    end
                    ST_WAIT_TWIVE_DT4: if (mul_resp_valid && mul_resp_ready) begin
                        twive_dt4 <= mul_resp_y; st <= ST_REQ_FIVE12_DT4;
                    end
                    ST_WAIT_FIVE12_DT4: if (mul_resp_valid && mul_resp_ready) begin
                        five12_dt4 <= mul_resp_y; st <= ST_REQ_DT_QI;
                    end
                    ST_WAIT_DT_QI: if (mul_resp_valid && mul_resp_ready) begin
                        dt_qi <= mul_resp_y; st <= ST_REQ_SIX_DT5;
                    end
                    ST_WAIT_SIX_DT5: if (mul_resp_valid && mul_resp_ready) begin
                        six_dt5 <= mul_resp_y; st <= ST_REQ_TWLEVE_DT5;
                    end
                    ST_WAIT_TWLEVE_DT5: if (mul_resp_valid && mul_resp_ready) begin
                        twleve_dt5 <= mul_resp_y; st <= ST_REQ_DT_SX;
                    end
                    ST_WAIT_DT_SX: if (mul_resp_valid && mul_resp_ready) begin
                        dt_sx <= mul_resp_y; st <= ST_REQ_THIRTYSIX_DT6;
                    end
                    ST_WAIT_THIRTYSIX_DT6: if (mul_resp_valid && mul_resp_ready) begin
                        thirtysix_dt6 <= mul_resp_y;
                        valid         <= 1'b1;
                        done          <= 1'b1;
                        st            <= ST_IDLE;
                    end
                    default: st <= ST_IDLE;
                endcase
            end
        end
    end
endmodule
==> flow/run.sh <==
#!/bin/bash
# OpenROAD 26Q1-2900-gdf79404cd8, Yosys 0.63+post, stock flow scripts
make -C /OpenROAD-flow-scripts/flow DESIGN_CONFIG=/design/flow/config.mk WORK_HOME=/design/flow/orfs finish
==> flow/config.mk <==
export PLATFORM = sky130hd
export DESIGN_NAME = TimeParamsSeq
export DESIGN_NICKNAME = TimeParamsSeq
export VERILOG_FILES = /design/flow/design.v
export SDC_FILE = /design/flow/constraint.sdc
export NUM_CORES = 4
export LEC_CHECK = 1
export CORE_AREA = 10 10 715 715
export DIE_AREA = 0 0 725 725
==> flow/constraint.sdc <==
current_design TimeParamsSeq

set clk_period 8.7
set clk_io_pct 0.2

create_clock -name clk0 -period $clk_period [get_ports {clk}]

set non_clock_inputs [all_inputs -no_clocks]
set_input_delay [expr $clk_period * $clk_io_pct] -clock clk0 $non_clock_inputs
set_output_delay [expr $clk_period * $clk_io_pct] -clock clk0 [all_outputs]
==> impl_metrics.ini <==
; implementation run metrics
[logic_synthesis]
yosys_warnings = 1
ys_seq_share_pct = 62.4
yosysUniqueCellTypes = 57
synth_area_um2 = 51600
ys_cells = 3495
avgSynthCellArea_um2 = 14.8
synth-main-ff-cell = dfrtp_1
edf_count = 0
ys_area_um2 = 51600
postSynthCellCount = 3495
synth_flops = 1288
synthArstFlopShare_pct = 100

[floorplanning]
die-area_um2 = 526000
initCoreUtil_pct = 10.4
dieHeight_um = 725
pin_count = 1225
core_um2 = 495000
num_rows = 258
fp.dieW_um = 725

[timing]
worst_slack_ns = 2.03
slew_viol_final = 0
fin_crit_sh_pct = 76.7
finalSetupViolCount = 0
tns_ns = 0
max_freq_mhz = 150
grt_setup_unrepaired = false
slew_headroom_pct = 34.5
clock-skew-final_ns = 0.0571
fin_crit_ns = 6.67
worstMarginPinSlew_ns = 0.982
hold_viol_final = 0

[place]
dp.cells = 11200
dp_slack_ns = 2.93
hpwl_um = 211000
gp_congestion = 0.785
port-buffer-count = 1224

[routing]
detail_route.iter0.violations = 2213
viasPerCell = 3.09
wl_um = 282000
post-route-drc-count = 0
wire_per_inst_um = 24.4
vias = 35600
drtAntennaViolNets = 0
first_pass_iters = 9

[clock_tree]
clock-sinks = 1288
clockBufferDepth = 4
post-cts-setup-buffers = 0
ctsResizeCount = 0
cts.clk_slew.worst_paths_ns = 0.05
cts_hold_buf = 0
cts-root-buf = clkbuf_16
cts_tree = built
clk_latency_ns = 0.85
htreeDepth = 4
cts_buffers = 167

[critical_path]
r2r_end = dt_qi[17]
worst-endpoint-required_ns = 6.96
path_max_fanout = 35
cp_slowest_stage_delay_ns = 0.83
critPathMostFrequentCell = buf_4
cp-start-kind = register
criticalPathCategory = reg -> out
cp_slowest_cell = dfrtp_1
cp-end-kind = primary output
critical_path_arrival_ns = 4.93
r2r_cells = 6
reg2reg_from = st[0]
ff2ff_setup_slack_ns = 5.00
crit_chain = or4bb_1 -> nor2_4 -> buf_4 -> buf_4 -> a222oi_1 -> nand3_1 -> clkdlybuf4s50_1

[run_status]
outcome = finished, final reports clean

[global_routing]
grt_pass1_wl_um = 368000
antenna_found_initial = 71
grtUsageTotal_pct = 10.5
use_met1_pct = 13.5
grt_pass1_vias = 36800
grt_util_met2_pct = 17.1
grt_max_degree = 127
grt_overflow = 0
grt_use_met3_pct = 3.04
grt_busiest_layer = met2

[power_and_ir_drop]
peakVddDrop_v = 0.000187
cellPowerDensity_nw_per_um2 = 328
p_leak_nw = 33.1
p_total_mw = 25.6

[final_layout]
nFillCells = 54500
comb_area_um2 = 18200
flop_area_um2 = 32200
fin_cells = 11500
layout-drive-gt1-share_pct = 36.8
area_growth_pct = 51.3
utilization_pct = 15.8

[worst_hold_path]
min-delay-start = three2_dt2[49]
hp-class = reg -> reg
hold_depth = 1
whs_endpoint = three2_dt2[49]

[run]
cap_violations = 0
tool_warnings = 41
-- routing by layer --
layer  share of wire, %  vias up
met4                4.2        6
li1                   -    15000
met5              0.012        -
met2                 47     1408
met1                 41    18800
met3                7.6      363
-- cells in the mapped netlist (2+ instances only) --
library cell  count  share of area [%]
clkbuf_1        221                1.6
nor3_1            3              0.029
o22a_1           63                1.1
nand2b_1          3              0.036
mux2_4           38                1.1
nor2_1           19               0.14
dfrtp_1        1288                 62
a211o_1           2              0.034
mux2_2         1243                 27
nand2_1         209                1.5
buf_6             5               0.11
nor2b_1           8              0.097
inv_1            20               0.15
or2_2             3              0.036
buf_1            74               0.54
buf_2            34               0.33
and3_1            4              0.048
and2_1           10               0.12
nand3b_1          2              0.029
a21o_1           40               0.58
a32o_1            2              0.039
o22ai_1           2              0.024
a211oi_1          2              0.029
a22o_1            2              0.034
and3b_1           4              0.068
or3_1             2              0.024
o21ai_0          26               0.25
a21oi_1           5              0.048
nand3_1          67               0.65
or3b_2            2              0.034
a222oi_1         63                1.2
nor3b_1           4              0.058
-- cells by family after synthesis --
| group | share of synthesized area, % |
|---|---|
| compound gates | 3.60 |
| xor+xnor | 0.0339 |
| buf+inv | 2.73 |
| flops | 62.4 |
| mux | 28.2 |
| simple gates | 3.02 |
-- worst max-delay path: cells and delay by family, from the launching register on --
family / cells / cell delay, ns
compound gates: 1 / 0.25
buf+inv: 3 / 1.78
flops: 1 / 0.83
simple gates: 3 / 1.09
-- power by group --
part | total (mW) | internal, mW | switching, mW
Combinational | 8.85 | 5.35 | 3.50
Clock | 7.14 | 4.14 | 3.00
Sequential | 9.61 | 8.15 | 1.46
Total | 25.6 | 17.6 | 7.96
-- layout by cell type (no fill, tap or decap), drive strengths merged, types with 3 or more instances in the layout --
| cell type | synthesis | layout |
|---|---|---|
| nor2b | 8 | 8 |
| o21ai | 26 | 26 |
| a222oi | 63 | 63 |
| and3b | 4 | 4 |
| and2 | 10 | 10 |
| a21o | 40 | 40 |
| clkdlybuf4s50 | 0 | 1201 |
| nor2 | 19 | 19 |
| a21oi | 5 | 5 |
| o22a | 63 | 63 |
| nand2 | 209 | 209 |
| bufinv | 0 | 7 |
| nand2b | 3 | 3 |
| and3 | 4 | 4 |
| inv | 20 | 38 |
| buf | 113 | 187 |
| clkbuf | 221 | 232 |
| dfrtp | 1288 | 1288 |
| nand3 | 67 | 67 |
| mux2 | 1281 | 1281 |
| or2 | 3 | 3 |
| nor3 | 3 | 3 |
| nor3b | 5 | 5 |
| clkinvlp | 0 | 5 |
| clkinv | 0 | 39 |
| diode | 0 | 51 |
-- area by class of cell --
| cell class | count | share of cell area (%) |
|---|---|---|
| antenna | 51 | 0.163 |
| clock buffer | 232 | 6.17 |
| clock inverter | 69 | 1.06 |
| inverter | 20 | 0.0961 |
| multi-input combinational | 1853 | 23.4 |
| sequential | 1288 | 41.3 |
| tap | 6630 | 10.6 |
| timing repair buffer | 1388 | 17.3 |
-- metrics by stage --
| step | hold slack [ns] | instance area (um2) |
|---|---|---|
| after floorplan | 0.426 | 51600 |
| after global placement | 0.486 | 72300 |
| after detailed placement | 0.491 | 72300 |
| after CTS | 0.505 | 78000 |
| after global routing | 0.510 | 78000 |
| final | 0.502 | 78100 |
-- worst max-delay path by stage --
stage      from            end  slack, ns  cells after the start
5_1_grt   st[2]  mul_req_a[46]       1.76                      7
4_1_cts   st[2]  mul_req_a[37]       1.91                      7
6_report  st[2]  mul_req_a[37]       2.03                      7
Power and IR drop assume default switching activity.
