### flow/run.sh
#!/bin/bash
# OpenROAD 26Q1-2900-gdf79404cd8, Yosys 0.63+post, stock flow scripts
make -C /OpenROAD-flow-scripts/flow DESIGN_CONFIG=/design/flow/config.mk WORK_HOME=/design/flow/orfs finish
### flow/config.mk
export PLATFORM = sky130hd
export DESIGN_NAME = AXI_Matrix_Loader
export DESIGN_NICKNAME = AXI_Matrix_Loader
export VERILOG_FILES = /design/flow/design.v
export SDC_FILE = /design/flow/constraint.sdc
export NUM_CORES = 4
export LEC_CHECK = 1
export CORE_UTILIZATION = 30
### flow/constraint.sdc
current_design AXI_Matrix_Loader

set clk_period 3.3
set clk_io_pct 0.2

create_clock -name clk0 -period $clk_period [get_ports {S_AXI_ACLK}]

set non_clock_inputs [all_inputs -no_clocks]
set_input_delay [expr $clk_period * $clk_io_pct] -clock clk0 $non_clock_inputs
set_output_delay [expr $clk_period * $clk_io_pct] -clock clk0 [all_outputs]
### flow/design.v
`timescale 1ns / 1ps
interface MIBus_if #(parameter WIDTH=64);
    logic [WIDTH-1:0] data;
    logic             valid;
    logic             ctrl_flag;
    logic [3:0]       adjust_term;
    modport master (output data, valid, input ctrl_flag);
    modport slave  (input  data, valid, output ctrl_flag);
endinterface 
`timescale 1ns / 1ps
module AXI_Matrix_Loader #(
    parameter ADDR_WIDTH = 12,
    parameter DATA_WIDTH = 64
)(
    input  logic                     S_AXI_ACLK,
    input  logic                     S_AXI_ARESETN,
    input  logic [ADDR_WIDTH-1:0]    S_AXI_AWADDR,
    input  logic                     S_AXI_AWVALID,
    output logic                     S_AXI_AWREADY,
    input  logic [DATA_WIDTH-1:0]    S_AXI_WDATA,
    input  logic [(DATA_WIDTH/8)-1:0] S_AXI_WSTRB,
    input  logic                     S_AXI_WVALID,
    output logic                     S_AXI_WREADY,
    output logic [1:0]               S_AXI_BRESP,
    output logic                     S_AXI_BVALID,
    input  logic                     S_AXI_BREADY,
    output logic [DATA_WIDTH-1:0]    matrix_data,
    output logic [9:0]               matrix_row,
    output logic [9:0]               matrix_col,
    output logic                     matrix_wr_en,
    output logic [1:0]               matrix_sel   
);
    enum logic [2:0] {IDLE, WRITE_ADDR, WRITE_DATA, WRITE_RESP} axi_state;
    always_ff @(posedge S_AXI_ACLK) begin
        if (!S_AXI_ARESETN) begin
            axi_state <= IDLE;
            matrix_wr_en <= 0;
            S_AXI_AWREADY <= 0;
            S_AXI_WREADY <= 0;
            S_AXI_BVALID <= 0;
        end else begin
            case (axi_state)
                IDLE: begin
                    S_AXI_AWREADY <= 1;
                    if (S_AXI_AWVALID) begin
                        matrix_sel <= S_AXI_AWADDR[ADDR_WIDTH-1:ADDR_WIDTH-2];
                        matrix_row <= S_AXI_AWADDR[9:0] / 12;  
                        matrix_col <= S_AXI_AWADDR[9:0] % 12;  
                        axi_state <= WRITE_ADDR;
                    end
                end
                WRITE_ADDR: begin
                    S_AXI_AWREADY <= 0;
                    S_AXI_WREADY <= 1;
                    axi_state <= WRITE_DATA;
                end
                WRITE_DATA: begin
                    if (S_AXI_WVALID) begin
                        matrix_data <= S_AXI_WDATA;
                        matrix_wr_en <= 1;
                        S_AXI_WREADY <= 0;
                        axi_state <= WRITE_RESP;
                    end
                end
                WRITE_RESP: begin
                    matrix_wr_en <= 0;
                    S_AXI_BVALID <= 1;
                    S_AXI_BRESP <= 2'b00;  
                    if (S_AXI_BREADY) begin
                        S_AXI_BVALID <= 0;
                        axi_state <= IDLE;
                    end
                end
            endcase
        end
    end
endmodule
==> impl_metrics.toml <==
# synthesis and place-and-route metrics
[floorplan]
ios = 181
initial_core_util_pct = 31.1
core_area_um2 = 14000
fp.dieH_um = 122
die_area_um2 = 15000
fp.dieW_um = 122
num_rows = 43

[final_timing]
rsz0062_at_grt = "false"
holdWs_ns = 0.442
hold_viol_final = 0
setup_tns_ns = 0
period_minus_slack_ns = 3.12
tightest_slew_ns = 0.718
slew_headroom_pct = 52.0
slew_viol_final = 0
finalClockPeriodUsage_pct = 94.4
skew_ns = 0.00789
setup_viol = 0
fin_ws_ns = 0.184
timing.fmax_ghz = 0.321

[cells_and_area]
fill_cells = 1195
drive_above_1_share_pct = 23.4
fin_area_um2 = 7140
synthToLayoutAreaGrowth_pct = 64.2

[synth]
top_area_cell = "edfxtp_1"
syn_area_per_cell_um2 = 12.9
synthDistinctLibCells = 81
yosys.area.top_type_share_pct = 57.3
syn-cell-area_um2 = 4350
syn_inst = 337
synthTopCellsByArea = "edfxtp_1 57%, dfxtp_1 3.7%, nor2_1 1.9%"
synth_top_flop_cell = "edfxtp_1"
synth-async-reset-ratio_pct = 0
ys_cells = 337
yosys_warnings = 1
synth_chip_area_um2 = 4350
numSynthFlops = 91
edf_count = 83
yosysSeqAreaShare_pct = 61.0

[worst_setup_path]
arrival_ns = 3.20
startpoint = "S_AXI_AWADDR[8]"
ff2ff_setup_slack_ns = 1.86
worstRegToRegCells = 2
path_class = "in -> reg"
cp-start-kind = "input port"
cp.required_ns = 3.38
worst-path-max-fanout = 8
r2r_start = "axi_state[1]"
worst_r2r_endpoint = "matrix_data[7]"
end_kind = "flip-flop"
endpoint = "matrix_col[6]"

[global_routing]
grt_max_degree = 27
grt_pass1_vias = 3279
grt_pass1_wl_um = 17700
antenna_found_initial = 0
grt_use_total_pct = 16.0
grt-ovfl-total = 0

[routing]
wire_per_inst_um = 16.0
wl_um = 12000
dr.pass1.iters = 4
avgViaCountPerCell = 4.74
route.detailed.drc = 0
drtIter0Drc = 259
postRouteAntennaNets = 0
num_antenna_cells = 0
num_vias = 3544

[placement]
port_buffers = 167
hpwl_um = 9230
place_ws_ns = -0.597
postPlaceCellArea_um2 = 6630
place_congestion = 0.883

[clock_tree]
path_clk_slew_ns = 0.06
numCtsBuffers = 9
cts_max_level = 3
clk_latency_ns = 0.34
cts_buffer_depth = 2
cts_hold_buf = 0
cts_tree = "done"
cts-root-buf = "clkbuf_16"
clock_sinks = 91

[run_status]
status = "complete, no violations"

[min_path]
hold_class = "reg -> reg"

[run]
drv_cap = 0
warnings = 34

[power_and_ir_drop]
power_density_nw_per_um2 = 417
p_leak_nw = 2.62
ir_drop_uv = 185
## cell type report
class / count / area [um^2] / share of cell area (%)
Clock inverter: 7 / 100 / 1.40
Multi-Input combinational cell: 216 / 1670 / 23.3
Sequential cell: 91 / 2650 / 37.2
Clock buffer: 9 / 225 / 3.15
Inverter: 8 / 32.5 / 0.456
Tap cell: 180 / 225 / 3.15
Timing Repair Buffer: 237 / 2240 / 31.3
## sequential cells by signal, indices dropped and copies added, names as in the netlist
signal         count
S_AXI_AWREADY      1
matrix_data       64
matrix_wr_en       1
S_AXI_WREADY       1
matrix_sel         2
matrix_row         7
matrix_col        10
axi_state          4
S_AXI_BVALID       1
## metrics by stage
stage | util (%) | power, mW | cells
finish | 51.0 | 2.98 | 748
global route | 51.0 | 3.10 | 748
CTS | 50.3 | 2.99 | 743
detailed placement | 47.4 | 1.87 | 724
global placement | 47.4 | 1.86 | 724
floorplan | - | 1.60 | 341
## where the power goes
group	switching, mW	internal, mW	leakage [nW]
logic	0.252	0.334	1.65
clock network	0.421	0.668	0.154
registers	0.00824	1.29	0.819
total	0.682	2.29	2.62
## layer usage
metal  share of wire, %  global-route usage, %  vias up
met3                8.7                   3.98        9
met5                  0                      0        -
met4                1.1                   1.83        0
met1                 43                   23.3     1664
li1                   -                      -     1747
met2                 47                   25.9      124
## how the worst min path moves through the flow
stage / slack [ns] / endpoint / depth (start not counted) / start
CTS: 0.45 / S_AXI_AWREADY / 1 / axi_state[2]
global route: 0.46 / S_AXI_AWREADY / 1 / axi_state[2]
finish: 0.44 / S_AXI_AWREADY / 1 / axi_state[2]
## Yosys cell counts, types with 2 or more instances
master / number
a211oi_2: 3
mux2i_1: 5
and3_1: 7
a41o_1: 2
a211o_1: 3
a21boi_0: 2
or3_1: 3
and2_1: 4
a22oi_1: 2
nand4_1: 2
a21o_1: 4
and2_4: 2
buf_6: 2
o32a_1: 2
nand2b_1: 9
o21ai_1: 4
buf_2: 4
nor3_2: 3
o21ai_0: 13
nor2b_1: 9
inv_1: 6
or2_1: 2
o21a_1: 5
nor3_1: 3
xor2_1: 2
o22ai_1: 5
dfxtp_1: 8
nor2_1: 22
a21oi_1: 13
o31ai_1: 3
nand3_1: 6
buf_4: 10
nor4_1: 2
o211ai_1: 3
a211oi_1: 4
edfxtp_1: 83
nand2_1: 16
clkbuf_1: 9
xnor2_1: 3
nand4bb_1: 2
o2111ai_1: 3
a31oi_4: 2
or2_2: 2
## layout by cell type (no fill, tap or decap), types with 8 or more instances in the layout
cell type        instances
clkdlybuf4s50_1        163
edfxtp_1                83
buf_4                   61
nor2_1                  21
nand2_1                 16
o21ai_0                 13
a21oi_1                 13
nor2b_1                  9
clkbuf_16                9
dfxtp_1                  8
## critical path: stages
cell	delay, ns
clkbuf_2	0.12
ha_4	0.32
and4b_4	0.22
o21a_2	0.22
o211a_1	0.24
a31oi_4	0.31
a2111oi_4	0.14
a2111oi_4	0.40
nor3_2	0.08
o22ai_1	0.15
mux2_1	0.33
## cells by family (layout without fill, tap and decap cells)
family / Yosys count / count (layout) / share of synthesized area [%]
fa+ha+maj: 1 / 1 / 0.288
flops: 91 / 91 / 61.0
xor+xnor: 5 / 5 / 1.01
other cells: 1 / 5 / 0.0863
mux: 7 / 7 / 1.76
simple gates: 104 / 104 / 13.9
compound gates: 94 / 94 / 17.6
buf+inv: 34 / 261 / 4.26
## timing repair
item	4_1_cts	5_1_grt
hold endpoints to repair	0	0
setup buffers	3	4
setup endpoints to repair	8	7
gates resized	16	19
cloned	0	1
pin swaps	4	10
Power and IR drop assume default switching activity.
