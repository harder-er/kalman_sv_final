<file path="flow/run.sh">
#!/bin/bash
# OpenROAD 26Q1-2900-gdf79404cd8, Yosys 0.63+post, stock flow scripts
make -C /OpenROAD-flow-scripts/flow DESIGN_CONFIG=/design/flow/config.mk WORK_HOME=/design/flow/orfs finish
</file>
<file path="flow/design.v">
`timescale 1ns / 1ps
interface MIBus_if #(parameter WIDTH=64);
    logic [WIDTH-1:0] data;
    logic             valid;
    logic             ctrl_flag;
    logic [3:0]       adjust_term;
    modport master (output data, valid, input ctrl_flag);
    modport slave  (input  data, valid, output ctrl_flag);
endinterface 
`timescale 1ns / 1ps
module KF_ControlUnit (
    input  logic         clk,
    input  logic         rst_n,
    input  logic         start,
    input  logic         Init_Valid,
    input  logic         SP_Done,
    input  logic         SCU_Done_s,
    input  logic         SCU_Done_p,
    input  logic         CKG_Done,
    input  logic         SCO_Valid,
    input  logic         MDI_Valid,
    input  logic         End_valid,
    output logic         en_init,
    output logic         en_sp,
    output logic         en_ckg,
    output logic         en_scu,
    output logic         en_sco,
    output logic         finish
);
    logic start_d, start_seen, has_run;
    logic init_valid_locked;
    logic sp_done_locked;
    logic ckg_done_locked;
    logic mdi_valid_locked;
    logic scu_done_s_locked;
    logic scu_done_p_locked;
    logic sco_valid_locked;
    logic end_valid_locked;
    typedef enum logic [2:0] {
        S_IDLE = 3'd0,         
        S_INIT = 3'd1,         
        S_SP   = 3'd2,         
        S_CKG  = 3'd3,         
        S_MDI  = 3'd4,         
        S_SCU  = 3'd5,         
        S_SCO  = 3'd6          
    } state_t;
    state_t current_state, next_state;
    always_ff @(posedge clk or negedge rst_n) begin
        if (!rst_n) begin
            start_d    <= 1'b0;
            start_seen <= 1'b0;
            has_run    <= 1'b0;
            init_valid_locked   <= 1'b0;
            sp_done_locked      <= 1'b0;
            ckg_done_locked     <= 1'b0;
            mdi_valid_locked    <= 1'b0;
            scu_done_s_locked   <= 1'b0;
            scu_done_p_locked   <= 1'b0;
            sco_valid_locked    <= 1'b0;
            end_valid_locked    <= 1'b0;
        end else begin
            start_d <= start;
            if (start && !start_d)
                start_seen <= 1'b1;
            if (has_run && next_state == S_IDLE && current_state != S_IDLE)
                has_run <= 1'b0;   
            if (start_seen && current_state != S_IDLE)
                has_run <= 1'b1;   
            if (finish)
                start_seen <= 1'b0;
            if (next_state == S_IDLE) begin
                init_valid_locked   <= 1'b0;
                sp_done_locked      <= 1'b0;
                ckg_done_locked     <= 1'b0;
                mdi_valid_locked    <= 1'b0;
                scu_done_s_locked   <= 1'b0;
                scu_done_p_locked   <= 1'b0;
                sco_valid_locked    <= 1'b0;
                end_valid_locked    <= 1'b0;
            end else begin
                if (current_state == S_INIT) begin
                    if (Init_Valid)
                        init_valid_locked <= 1'b1;
                end else if (next_state != S_INIT)
                    init_valid_locked <= 1'b0;
                if (current_state == S_SP) begin
                    if (SP_Done)
                        sp_done_locked <= 1'b1;
                end else if (next_state != S_SP)
                    sp_done_locked <= 1'b0;
                if (current_state == S_CKG) begin
                    if (CKG_Done)
                        ckg_done_locked <= 1'b1;
                end else if (next_state != S_CKG)
                    ckg_done_locked <= 1'b0;
                if (current_state == S_MDI) begin
                    if (MDI_Valid)
                        mdi_valid_locked <= 1'b1;
                end else if (next_state != S_MDI)
                    mdi_valid_locked <= 1'b0;
                if (current_state == S_SCU) begin
                    if (SCU_Done_s)
                        scu_done_s_locked <= 1'b1;
                    if (SCU_Done_p)
                        scu_done_p_locked <= 1'b1;
                end else if (next_state != S_SCU) begin
                    scu_done_s_locked <= 1'b0;
                    scu_done_p_locked <= 1'b0;
                end
                if (current_state == S_SCO) begin
                    if (SCO_Valid)
                        sco_valid_locked <= 1'b1;
                    if (End_valid)
                        end_valid_locked <= 1'b1;
                end else if (next_state != S_SCO) begin
                    sco_valid_locked <= 1'b0;
                    end_valid_locked <= 1'b0;
                end
            end
        end
    end
    always_ff @(posedge clk or negedge rst_n) begin
        if (!rst_n)
            current_state <= S_IDLE;
        else
            current_state <= next_state;
    end
    logic scu_done_all;
    assign scu_done_all = scu_done_s_locked & scu_done_p_locked;
    always_comb begin
        next_state = current_state;
        unique case (current_state)
            S_IDLE: begin
                if (start_seen)
                    next_state = S_INIT;
                else
                    next_state = S_IDLE;
            end
            S_INIT: begin
                if (init_valid_locked)
                    next_state = S_SP;
                else
                    next_state = S_INIT;
            end
            S_SP: begin
                if (sp_done_locked)
                    next_state = S_CKG;
                else
                    next_state = S_SP;
            end
            S_CKG: begin
                if (ckg_done_locked)
                    next_state = S_MDI;        
                else
                    next_state = S_CKG;
            end
            S_MDI: begin
                if (mdi_valid_locked)
                    next_state = S_SCU;
                else
                    next_state = S_MDI;
            end
            S_SCU: begin
                if (scu_done_all)
                    next_state = S_SCO;        
                else
                    next_state = S_SCU;
            end
            S_SCO: begin
                if (sco_valid_locked)
                    next_state = S_SP;         
                else if (end_valid_locked)
                    next_state = S_IDLE;       
                else
                    next_state = S_SCO;
            end
            default: next_state = S_IDLE;
        endcase
    end
    always_comb begin
        en_init = 1'b0;
        en_sp   = 1'b0;
        en_ckg  = 1'b0;
        en_scu  = 1'b0;
        en_sco  = 1'b0;
        finish  = 1'b0;
        unique case (current_state)
            S_IDLE: finish  = has_run ? 1'b1 : 1'b0;   
            S_INIT: en_init = 1'b1;
            S_SP:   en_sp   = 1'b1;
            S_CKG:  en_ckg  = 1'b1;
            S_MDI:   ;    
            S_SCU:  en_scu  = 1'b1;
            S_SCO:  en_sco  = 1'b1;
            default: ;
        endcase
    end
endmodule
</file>
<file path="flow/config.mk">
export PLATFORM = sky130hd
export DESIGN_NAME = KF_ControlUnit
export DESIGN_NICKNAME = KF_ControlUnit
export VERILOG_FILES = /design/flow/design.v
export SDC_FILE = /design/flow/constraint.sdc
export NUM_CORES = 4
export LEC_CHECK = 1
export CORE_AREA = 10 10 93 93
export DIE_AREA = 0 0 103 103
</file>
<file path="flow/constraint.sdc">
current_design KF_ControlUnit

set clk_period 3.3
set clk_io_pct 0.2

create_clock -name clk0 -period $clk_period [get_ports {clk}]

set non_clock_inputs [all_inputs -no_clocks]
set_input_delay [expr $clk_period * $clk_io_pct] -clock clk0 $non_clock_inputs
set_output_delay [expr $clk_period * $clk_io_pct] -clock clk0 [all_outputs]
</file>
==> metrics.csv <==
stage,metric,value,unit
setup_path,path type of the worst setup path,flip-flop to output port,
drt,detailed-routing iteration count for the pre-antenna-repair pass,4,
final_timing,relative slew slack,0.558,
final_timing,highest clock frequency the design can meet,0.410,GHz
global_route,global-route wire length before repair,3.10,mm
setup_path,delay of the slowest cell on the worst path,560,ps
logic_synthesis,share of Yosys cell area claimed by the top area cell type,0.435,
logic_synthesis,synthesized area,806,um^2
clock_network,clock-pin slew on the worst setup and hold paths,60,ps
clock_network,maximum clock path buffer count,2,
logic_synthesis,"area leader, netlist",dfrtp_1,
power,static leakage,0.448,nW
logic_synthesis,Post-Syn Instances,76,
logic_synthesis,post-synthesis average cell area,10.6,um^2
floorplan,Chip Footprint,0.0106,mm^2
setup_path,start of the worst register-to-register path,current_state[2],
floorplan,area of the core,0.00676,mm^2
logic_synthesis,Yosys cell types,41,
setup_path,startpoint type of the worst setup path,flip-flop,
final_layout,signed area change from the synthesized netlist to the final layout,34.6,%
final_layout,fill cell instance count of the final layout,763,
hold_path,hold path start,scu_done_p_locked,
clock_network,"Clk Latency, worst-skew pair",250,ps
final_timing,count of endpoints failing hold in the final timing report,0,
power,power density over the cells,805,mW/mm^2
clock_network,post-cts sizing count,0,
final_timing,Worst Skew,6.05,ps
floorplan,Die Span X,103,um
logic_synthesis,Yosys warning count,1,
setup_path,launch point of the critical path,current_state[2],
drt,number of DRC markers in iteration 0,19,
global_route,vias in the first global route,613,
clock_network,TritonCTS clock tree,built,
global_route,antenna violations before repair,0,
global_route,maximum number of pins on one net before global-route repair,15,
run_status,run status,"finished, final reports clean",
final_timing,final number of max-transition violations,0,
drt,via/cell ratio,3.57,
final_timing,RSZ-0062 raised after global routing,false,
clock_network,H-tree depth,1,
floorplan,die boundary height,103,um
placement,tally of buffers added on design ports,16,
clock_network,post-CTS repair timing setup buffer count,0,
final_timing,total of endpoints with negative setup slack in the final report,0,
logic_synthesis,Post-synth EDFFs,0,
setup_path,largest driver fanout on the critical path,13,
setup_path,crit-path cells,nor3_1 > and2_1 > clkdlybuf4s50_1,
clock_network,root buf cell,clkbuf_8,
drt,aggregate routed wire length,1.87,mm
logic_synthesis,post-synthesis cell count from yosys,76,
floorplan,top-level I/O count,17,
hold_path,worst min path class,flip-flop to flip-flop,
logic_synthesis,synthesized flop and latch total,14,
global_route,Total Routing Usage GR,0.0366,
logic_synthesis,yosys synthesis chip area,806,um^2
placement,HPWL after detailed placement,1.42,mm
flow_run,number of OpenROAD warnings,25,
clock_network,Sink Count,14,
final_layout,most used cells in the layout excluding fill and tap cells,"clkdlybuf4s50_1, dfrtp_1, nor2_1",
setup_path,CP Capture Type,output port,
setup_path,required arrival time at the worst endpoint,2640,ps
flow_run,max-capacitance violation count,0,
placement,routability congestion estimate from global placement,0.774,
final_timing,shortest period the worst path allows,2440,ps
setup_path,minimum setup slack among reg-to-reg paths,1300,ps
drt,count of unresolved DRC violations after routing,0,
clock_network,number of clock buffers inserted by TritonCTS,3,
logic_synthesis,leading cell types by total area after synthesis,"dfrtp_1, a221oi_4, nor2_1, a21oi_1, a22oi_4",
logic_synthesis,flip-flop cell with the highest count after synthesis,dfrtp_1,
logic_synthesis,proportion of register bits with asynchronous set or reset after synthesis,1.00,
clock_network,Post-CTS Hold Buffers,0,
setup_path,critical path arrival,1780,ps
final_layout,fraction of final layout cells sized beyond drive strength 1,0.196,
final_timing,actual slew at the worst max-slew pin,661,ps
final_timing,setup TNS,0,ps
setup_path,critical-path cell with the highest stage delay,dfrtp_1,
final_layout,post-layout utilization of the core,0.161,
final_timing,crit share post-route,0.739,
global_route,remaining global-route overflow,0,
floorplan,initial core utilization,0.119,
drt,DRT antenna net count,0,
floorplan,row count,30,
drt,number of diodes added for antenna fixing,0,
drt,mean routed wirelength per cell,10.9,um
final_layout,"most common cell after layout, fill and taps aside",clkdlybuf4s50_1,
power,Peak supply drop,405,uV
drt,via total after detailed routing,614,
logic_synthesis,register area share after synthesis,0.435,
## cells in the mapped netlist (2+ instances only)
library cell,instances
nor3b_1,2
dfrtp_1,14
nand3_1,2
o21ai_0,2
nand2_1,2
a21oi_1,5
nor3_1,2
inv_2,3
nor2_1,7
inv_1,4
o31ai_1,2
a31oi_1,2
## critical path, delay by kind of cell (launching register included)
family,cells,cell delay [ps]
flops,1,560
buf+inv,1,470
simple gates,2,500
## registers in the layout, summed over array words and instances (netlist names)
name and flops:
end_valid_locked 1, scu_done_s_locked 1, mdi_valid_locked 1, has_run 1, ckg_done_locked 1, sco_valid_locked 1, start_d 1, scu_done_p_locked 1
init_valid_locked 1, current_state 3, sp_done_locked 1, start_seen 1
## layout make-up
class	instances	area, um^2	share of cell area
multi-input combinational	51	393	0.362
sequential	14	350	0.323
timing repair buffer	16	160	0.148
tap	80	100	0.0923
clock buffer	4	55.1	0.0507
inverter	7	26.3	0.0242
## worst paths after layout
path / endpoint / depth (start not counted)
worst max-delay path: finish / 3
worst min-delay path: scu_done_p_locked / 2
worst max register to register: init_valid_locked / 5
worst min register to register: scu_done_p_locked / 2
max in group asynchronous: start_d / 1
min in group asynchronous: current_state[1] / 1
## metal layers
layer,global-route usage,part of all wire,routed length (um),vias to the layer above
li1,-,-,-,305
met1,0.0517,0.50,944,294
met2,0.0556,0.44,822,13
met3,0.0115,0.049,91,2
met4,0.00321,0.0069,13,0
met5,0,0,0,-
## per-stage QoR
| stage | total power [mW] | hold slack (ps) | worst slack, ps | instances | area (um^2) |
|---|---|---|---|---|---|
| after global routing | 0.935 | 532 | 721 | 172 | 1080 |
| after CTS | 0.890 | 506 | 845 | 172 | 1080 |
| final | 0.873 | 499 | 862 | 172 | 1080 |
| after detailed placement | 0.715 | 493 | 1130 | 168 | 1030 |
| after floorplan | 0.606 | 364 | 1710 | 76 | 806 |
| after global placement | 0.712 | 482 | 1140 | 168 | 1030 |
## power breakdown
group          switching, mW  internal [mW]  total (mW)
sequential            0.0903          0.221       0.311
clock                 0.0603          0.106       0.166
combinational          0.183          0.214       0.396
total                  0.333          0.540       0.873
## logic make-up after synthesis
| family | count (synthesis) | synth area share |
|---|---|---|
| flip-flops | 14 | 0.435 |
| AND/OR/NAND/NOR | 25 | 0.200 |
| buffers and inverters | 11 | 0.0776 |
| AND-OR/OR-AND | 24 | 0.261 |
| multiplexers | 2 | 0.0264 |
No activity file was given, so power comes from the tool's default toggle rates.
